### ./design.v
`timescale 1ns / 1ps
module maxpool_layer_2 #(
	 parameter IMG_SIZE = 10,
    parameter CHANNELS = 3,
    parameter POOL_SIZE = 2,
    parameter DATA_WIDTH = 16
)(
    input  wire clk,
    input  wire reset_n,
    input  wire start_max2,
    input  wire data_valid,
    input  wire signed [DATA_WIDTH-1:0] data_in,
    output reg  finish_max2,
    output reg  result_valid,
    output reg  signed [DATA_WIDTH-1:0] data_out
);
    localparam IN_SIZE  = CHANNELS * IMG_SIZE * IMG_SIZE;  
    (* ramstyle="M4K" *) reg signed [DATA_WIDTH-1:0] ram [0:IN_SIZE-1];
    reg [8:0] ram_addr;  
    reg [1:0] channel;
    reg [3:0] row, col;  
    reg stage;
    localparam S_IDLE = 0, S_LOAD = 1, S_POOL = 2, S_OUT = 3;
    reg [2:0] state;
    reg signed [DATA_WIDTH-1:0] d00_r, d01_r, d10_r, d11_r;
    always @(posedge clk or negedge reset_n) begin
        if (!reset_n) begin
            state        <= S_IDLE;
            stage        <= 0;
            finish_max2  <= 0;
            result_valid <= 0;
            channel      <= 0;
            row          <= 0;
            col          <= 0;
            ram_addr     <= 0;
            d00_r        <= 0;
            d01_r        <= 0;
            d10_r        <= 0;
            d11_r        <= 0;
				    data_out     <= 0;
        end else begin
            case (state)
                S_IDLE: begin
                    finish_max2  <= 0;
                    if (start_max2) begin
                        ram_addr <= 0;
                        state    <= S_LOAD;
                    end
                end
                S_LOAD: begin
                    if (ram_addr < IN_SIZE) begin
								if (ram_addr == 0) begin
                            ram[ram_addr] <= data_in;
                            ram_addr <= ram_addr + 1'b1;
                        end
                        if (!data_valid) begin
                            ram[ram_addr] <= data_in;
                            ram_addr <= ram_addr + 1'b1;
                        end
                    end else begin
                        channel  <= 0;
                        row      <= 0;
                        col      <= 0;
                        stage    <= 0;
                        state    <= S_POOL;
                    end
                end
                S_POOL: begin
                  if (!stage) begin
                    d00_r <= ram[channel*IMG_SIZE*IMG_SIZE + row*IMG_SIZE + col];
                    d01_r <= ram[channel*IMG_SIZE*IMG_SIZE + row*IMG_SIZE + col + 1];
                    d10_r <= ram[channel*IMG_SIZE*IMG_SIZE + (row+1)*IMG_SIZE + col];
                    d11_r <= ram[channel*IMG_SIZE*IMG_SIZE + (row+1)*IMG_SIZE + col + 1];
                    stage <= 1'b1;
                    result_valid <= 1'b0;
                  end else begin
                    data_out <= (d00_r > d01_r ? d00_r : d01_r) >
                                (d10_r > d11_r ? d10_r : d11_r)
                                ? (d00_r > d01_r ? d00_r : d01_r)
                                : (d10_r > d11_r ? d10_r : d11_r);
                    result_valid <= 1'b1;  
                    stage <= 1'b0;
                      if (col < IMG_SIZE - POOL_SIZE) begin
                        col <= col + POOL_SIZE;
                      end else begin
                        col <= 0;
                        if (row < IMG_SIZE - POOL_SIZE) begin
                            row <= row + POOL_SIZE;
                        end else begin
                            row <= 0;
                            if (channel < CHANNELS-1)
                              channel <= channel + 1'b1;
                            else begin
                              state <= S_OUT;
                            end
                        end
                      end
                  end
                end
                S_OUT: begin
                    finish_max2 <= 1;
                    result_valid <= 1;
                    ram_addr     <= 0;       
                    state <= S_IDLE;
                end
            endcase
        end
    end
endmodule
### ./constraint.sdc
current_design maxpool_layer_2

set clk_period 223.9
set clk_io_pct 0.2

create_clock -name clk0 -period $clk_period [get_ports {clk}]

set non_clock_inputs [all_inputs -no_clocks]
set_input_delay [expr $clk_period * $clk_io_pct] -clock clk0 $non_clock_inputs
set_output_delay [expr $clk_period * $clk_io_pct] -clock clk0 [all_outputs]
### ./config.mk
export PLATFORM = sky130hd
export DESIGN_NAME = maxpool_layer_2
export DESIGN_NICKNAME = maxpool_layer_2
export VERILOG_FILES = /design/flow/design.v
export SDC_FILE = /design/flow/constraint.sdc
export NUM_CORES = 4
export LEC_CHECK = 1
export CORE_UTILIZATION = 30
export SYNTH_HDL_FRONTEND = slang
export SYNTH_MEMORY_MAX_BITS = 65536
### ./run.sh
#!/bin/bash
# OpenROAD 26Q1-2900-gdf79404cd8, Yosys 0.63+post, stock flow scripts
make -C /OpenROAD-flow-scripts/flow DESIGN_CONFIG=/design/flow/config.mk WORK_HOME=/design/flow/orfs finish
==> summary.txt <==
yosys + openroad results -> run status=completed, via count=126k, DP Wirelength=567 mm, XOR/XNOR Area Share=0.000760, YS warnings=0, Late-Pin Clk Latency=1.10 ns, first-pass GRT wire length=around 1100 mm, CTS Buf Count=around 530, ys cells=10.9k, GR peak layer=met2, AND/OR/NAND/NOR Cells, Area Fraction=0.0245, GRT Util Overall=0.226, Die Wd=876 um, most frequent cells in the layout=edfxtp_1, mux4_2, buf_4, worst setup path category=input pin to flop, Max Cap Viol=0, Top FF cell, synth=edfxtp_1, Post-Syn Area=229000 um^2, Post-Syn Area per Cell=21.0 um^2, Routed WL=810 mm, Crit-path slowest cell=nand3_1, multiplexer share of the synthesized area=0.291, WP data arrival=48.42 ns, Placeable Area=760000 um^2, period utilization=0.213, relative slew slack=0.0996, H-tree levels=6, Mapped Cells=10.9k, yosys stat chip area=229000 um^2, crit path time final=~48 ns, count of endpoints failing setup in the final report=0, HP Class=flop to flop, DRC=0, met1 usage=0.222, Layout fillers=69.8k, met3 Usage GRT=0.231, yosys adder share=0.00516, row count=320, remaining global-route overflow=0, die height=876 um, RSZ-0062 raised after global routing=false, floorplan utilization=0.301, Worst Path Buf+Inv=4, most used cell, CP=buf_4, distinct cell type count after synthesis=70, Leak=0.0783 uW, clock transition at the registers of the reported paths=around 0.06 ns, wire per inst=36.9 um, vias in the first global route=between 100k and 150k, Fin. Hold Viols=0, setup_tns=0 ns, clk_skew=0.0473 ns, share of layout cells above drive strength 1=0.404, post-cts sizing count=0, Sink Count=4904, antenna violations before repair=59, power per cell area=7.45 nW/um^2, routability congestion estimate=1.02, Final Util=0.345, Cell Chain, Critical Path=clkdlybuf4s50_1, o21ai_0, nor2b_2, buf_4, nand3_1, buf_4, nor2_2, buf_4, Startpoint Class=input pin, Max Fclk=0.0210 GHz, total I/O pin count=38, Worst Setup Slack, final=176.28 ns, ys flops=4904, initial DRC count=between 9k and 10k, yosys aoi share=0.0174, dominant kind of combinational cell=multiplexers, cts hold-fix bufs=0, Crit. End Element=flop, Worst-Margin Slew=1.35 ns, Commonest Layout Cell=edfxtp_1, Buffers on Ports=37, # Post-CTS Setup Buffers=0, Die ar.=between 700000 and 800000 um^2, drt first pass iters=6, Top delay family on crit path=buffers and inverters, Slew Limit Fails=0, met2 usage=0.309, clk buf depth=4, largest net degree at the start of global routing=88, WP data required=224.70 ns, number of enable flip-flop cells=4800, Area Overhead vs Synth=14.4%, CTS tree=done, remaining antenna violation count after routing=0, Synth Seq Share=0.641, CP max stage delay=0.76 ns, Peak VDD IR=0.00000745 V, Clock Tree Root=clkbuf_16, tool warning count=37, drt via density=5.73, Place WS=between 150 and 200 ns, ys async rst share=0.0212, crit path max fanout=23
-- final timing paths --
kind                             start          end  slack [ns]  cells after the start
max                         data_valid   ram[29][6]      176.28                      8
min                        finish_max2  finish_max2        0.49                      1
max reg2reg                     row[3]    d11_r[11]      216.20                     16
min reg2reg                finish_max2  finish_max2        0.49                      1
max in group asynchronous      reset_n       col[1]      178.81                      3
min in group asynchronous      reset_n     d11_r[5]       43.54                      1
-- worst reg2reg max path: cells and delay by family (launching register included) --
family | cells | cell delay (ns)
adders and majority gates | 5 | 1.64
AOI/OAI and AO/OA | 3 | 1.47
muxes | 2 | 1.03
and+or+nand+nor | 2 | 0.82
DFF | 1 | 0.62
xor gates and xnor gates | 1 | 0.18
buffers and inverters | 3 | 1.76
-- synthesized netlist by cell type, drive strengths merged, types with 11 or more instances --
library cell	n	area, um^2
o221ai	29	254
a31oi	38	238
nor3b	17	128
edfxtp	4800	144000
clkbuf	375	1410
a211o	14	123
o21ai	61	305
a211oi	111	833
nor3	23	115
ha	80	1000
dfrtp	103	2580
nand2	451	1690
mux2i	124	1240
o22ai	49	307
nor2b	20	125
mux2	21	236
a21oi	148	741
and3	12	75.1
o211ai	16	120
buf	495	2800
a2111oi	19	174
a21o	19	143
inv	75	282
nor2	558	2090
nand3	191	956
nand4	32	200
mux4	2897	65200
nand2b	11	68.8
-- stage by stage --
stage | cells | cell area, um^2 | power [uW] | hold WS [ns]
3_3_place_gp | 20900 | 245000 | 1090 | 0.465
3_5_place_dp | 20900 | 245000 | 1090 | 0.482
6_report | 21900 | 262000 | 1950 | 0.492
5_1_grt | 21900 | 262000 | 1990 | 0.523
4_1_cts | 21900 | 262000 | 1960 | 0.495
2_1_floorplan | 10900 | 229000 | 1050 | 0.430
-- cells by family after synthesis --
logic type	after synthesis
flip-flops	4904
XOR/XNOR	19
other	1
multiplexers	3042
buffers and inverters	946
AND/OR/NAND/NOR	1338
AND-OR/OR-AND	587
adder cells (fa/ha/maj)	89
-- state kept, by name, indices dropped and copies added (netlist names), 2 cells and up --
name      count
ram        4800
d10_r        16
row           3
d11_r        16
ram_addr      9
channel       2
col           3
data_out     16
d00_r        16
d01_r        16
state         4
-- final cells by class --
| class | count | area [um^2] | area share |
|---|---|---|---|
| flip-flops and latches | 4904 | 147000 | 0.561 |
| multi-input cells | 5078 | 78800 | 0.301 |
| clock buffers | 645 | 14000 | 0.0535 |
| well taps | 10100 | 12700 | 0.0485 |
| repair buffers | 746 | 6120 | 0.0234 |
| clock inverters | 300 | 3080 | 0.0118 |
| inverters | 76 | 285 | 0.00109 |
| diodes | 40 | 100 | 0.000382 |
-- where the power goes --
| part | internal (uW) | switching, uW | total, uW |
|---|---|---|---|
| Combinational | 11.4 | 54.6 | 66.0 |
| Clock | 502 | 372 | 874 |
| Sequential | 1010 | 1.54 | 1010 |
-- metal layers --
layer  part of all wire  vias to the layer above
li1                   -                    48600
met1               0.28                    65300
met3               0.23                     1567
met4              0.053                      118
met2               0.43                    10100
met5             0.0063                        -
Power is estimated from default activity; no workload was simulated.
