File: design/flow/config.mk
export PLATFORM = sky130hd
export DESIGN_NAME = maxpool_layer_1
export DESIGN_NICKNAME = maxpool_layer_1
export VERILOG_FILES = /design/flow/design.v
export SDC_FILE = /design/flow/constraint.sdc
export NUM_CORES = 4
export LEC_CHECK = 1
export CORE_UTILIZATION = 40
export SYNTH_HDL_FRONTEND = slang
export SYNTH_MEMORY_MAX_BITS = 65536
File: design/flow/constraint.sdc
current_design maxpool_layer_1

set clk_period 344.2
set clk_io_pct 0.2

create_clock -name clk0 -period $clk_period [get_ports {clk}]

set non_clock_inputs [all_inputs -no_clocks]
set_input_delay [expr $clk_period * $clk_io_pct] -clock clk0 $non_clock_inputs
set_output_delay [expr $clk_period * $clk_io_pct] -clock clk0 [all_outputs]
File: design/flow/design.v
`timescale 1ns / 1ps
module maxpool_layer_1 #(
    parameter IMG_SIZE = 24,
    parameter CHANNELS = 2,
    parameter POOL_SIZE = 2,
    parameter DATA_WIDTH = 16
)(
    input  wire clk,
    input  wire reset_n,
    input  wire start_max1,
    input  wire data_valid,
    input  wire signed [DATA_WIDTH-1:0] data_in,
    output reg  finish_max1,
    output reg  result_valid,
    output reg  signed [DATA_WIDTH-1:0] data_out
);
    localparam IN_SIZE  = CHANNELS * IMG_SIZE * IMG_SIZE;  
    (* ramstyle="M4K" *) reg signed [DATA_WIDTH-1:0] ram [0:IN_SIZE-1];
    reg [10:0] ram_addr;  
    reg [1:0] channel;
    reg [4:0] row, col;  
    reg stage;
    localparam S_IDLE = 0, S_LOAD = 1, S_POOL = 2, S_OUT = 3;
    reg [2:0] state;
    reg signed [DATA_WIDTH-1:0] d00_r, d01_r, d10_r, d11_r;
    always @(posedge clk or negedge reset_n) begin
        if (!reset_n) begin
            state        <= S_IDLE;
            stage        <= 0;
            finish_max1  <= 0;
            result_valid <= 0;
            channel      <= 0;
            row          <= 0;
            col          <= 0;
            ram_addr     <= 0;
            d00_r        <= 0;
            d01_r        <= 0;
            d10_r        <= 0;
            d11_r        <= 0;
				    data_out     <= 0;
        end else begin
            case (state)
                S_IDLE: begin
                    finish_max1  <= 0;
                    if (start_max1) begin
                        ram_addr <= 0;
                        state    <= S_LOAD;
                    end
                end
                S_LOAD: begin
                    if (ram_addr < IN_SIZE) begin
                        if (ram_addr == 0) begin
                            ram[ram_addr] <= data_in;
                            ram_addr <= ram_addr + 1'b1;
                        end
                        if (!data_valid) begin
                            ram[ram_addr] <= data_in;
                            ram_addr <= ram_addr + 1'b1;
                        end
                    end else begin
                        channel  <= 0;
                        row      <= 0;
                        col      <= 0;
                        stage    <= 0;
                        state    <= S_POOL;
                    end
                end
                S_POOL: begin
                  if (!stage) begin
                    d00_r <= ram[channel*IMG_SIZE*IMG_SIZE + row*IMG_SIZE + col];
                    d01_r <= ram[channel*IMG_SIZE*IMG_SIZE + row*IMG_SIZE + col + 1];
                    d10_r <= ram[channel*IMG_SIZE*IMG_SIZE + (row+1)*IMG_SIZE + col];
                    d11_r <= ram[channel*IMG_SIZE*IMG_SIZE + (row+1)*IMG_SIZE + col + 1];
                    stage <= 1'b1;
                    result_valid <= 1'b0;
                  end else begin
                    data_out <= (d00_r > d01_r ? d00_r : d01_r) >
                                (d10_r > d11_r ? d10_r : d11_r)
                                ? (d00_r > d01_r ? d00_r : d01_r)
                                : (d10_r > d11_r ? d10_r : d11_r);
                    result_valid <= 1'b1;  
                    stage <= 1'b0;
                      if (col < IMG_SIZE - POOL_SIZE) begin
                        col <= col + POOL_SIZE;
                      end else begin
                        col <= 0;
                        if (row < IMG_SIZE - POOL_SIZE) begin
                            row <= row + POOL_SIZE;
                        end else begin
                            row <= 0;
                            if (channel < CHANNELS-1)
                              channel <= channel + 1'b1;
                            else begin
                              state <= S_OUT;
                            end
                        end
                      end
                  end
                end
                S_OUT: begin
                    finish_max1 <= 1;
                    result_valid <= 1;
                    ram_addr     <= 0;       
                    state <= S_IDLE;
                end
            endcase
        end
    end
endmodule
File: design/flow/run.sh
#!/bin/bash
# OpenROAD 26Q1-2900-gdf79404cd8, Yosys 0.63+post, stock flow scripts
make -C /OpenROAD-flow-scripts/flow DESIGN_CONFIG=/design/flow/config.mk WORK_HOME=/design/flow/orfs finish
==> impl_metrics.csv <==
group,metric,value,unit
status,status,"complete, no violations",
grt,track_usage,31.9,%
synth,async_flop_share,0.583,%
place,post-dp-hpwl,1910,mm
detailed_routing,via_per_inst,6.13,
synth,syn_avg_cell_area,21.6,sq um
grt,grt_max_degree,104,
detailed_routing,wire_per_inst,42.6,microns
sta,rsz0062_at_grt,"false",
grt,grt_pass1_wl,3680,mm
die,core_area,1.88,sq mm
cts,cts_tree,"done",
grt,grt_pass1_vias,428000,
synth,ys_warn_count,0,
finish,fin_area,0.862,sq mm
detailed_routing,drc,0,
critical_path,slowest_delay,0.79,ns
cts,path_clk_slew,0.06,ns
place,gp_congestion,1.06,
detailed_routing,firstDrtPassIters,11,
synth,top_cells_by_area,"edfxtp_1 73%, mux4_2 18%, mux2i_1 2.2%",
sta,slew_viol_final,0,
cts,cts_resized,0,
die,die_w,1.38,mm
cts,cts_sinks,18500,
pwr,ir_worst_vdd,0.00505,mV
synth,synth.most_common_cell,"edfxtp_1",
critical_path,critPathLaunchType,"input pin",
min_path,hp-class,"reg -> reg",
sta,fin_crit,73.13,ns
pwr,cellPowerDensity,5.37,mW/mm^2
critical_path,crit_top_cell,"buf_4",
cts,root_buffer,"clkbuf_16",
synth,synthCells,35000,
synth,syn_area,0.756,sq mm
synth,largest_area_cell,"edfxtp_1",
critical_path,critPathKind,"in -> reg",
critical_path,end_kind,"flip-flop",
sta,worst_slew_pin_slew,1.37,ns
sta,setup_viol,0,
die,chipHeight,1.38,mm
critical_path,cp_num_buf_inv,6,
detailed_routing,num_vias,395000,
synth,synth.yosys.seq_area_share,73.5,%
critical_path,crit_arrival,74.20,ns
cts,postCtsSetupBuffers,0,
detailed_routing,drt_iter0_drc,32900,
place,place.port_buffers,37,
cts,htreeDepth,7,
synth,ys_cells,35000,
sta,finalCritPeriodShare,21.2,%
critical_path,cp_top_family,"buffers and inverters",
synth,top_cell_area_share,73.2,%
grt,antenna_found_initial,296,
synth,yosysUniqueCellTypes,87,
synth,netlist_top_cells_count,"18400 x edfxtp_1, 5959 x mux4_2, 1656 x mux2i_1",
sta,skew,0.116,ns
die,num_rows,504,
min_path,hold_depth,1,
pwr,leakagePower,262,nW
grt,grt_overflow_total,0,
cts,cts_buffers,1906,
synth,synth.ff_latch_count,18500,
sta,timing.slew.headroom,8.68,%
synth,ys_area,0.756,sq mm
synth,synth_top_flop_cell,"edfxtp_1",
cts,holdBufCountCts,0,
die,dieArea,1.90,sq mm
synth,synth-edff-count,18400,
flow_run,warning_count,46,
cts,worstSkewPairLatency,1.46,ns
place,placement.cell_area,0.800,sq mm
critical_path,crit_fanout,20,
critical_path,cp_slowest_cell,"a21oi_1",
die,io_pins,38,
critical_path,cp_data_required_time,345.27,ns
flow_run,maxCapViolCount,0,
detailed_routing,ant_nets,0,
cts,ctsLongestPathBuffers,6,
sta,fmax,13.7,MHz
finish,drive_gt1_share,31.8,%
finish,syn2layout_area_growth,14.0,%
critical_path,crit_chain,"clkdlybuf4s50_1 > buf_4 > a21oi_1 > buf_4 > and2_4 > buf_4 > nand3_2 > buf_4 > nor2_1 > buf_4",
die,fp_util,40.1,%
critical_path,critical_path_cell_count,10,
sta,tns,0,ns
detailed_routing,wirelength,2740,mm
sta,hold_viol,0,
critical_path,r2r.worst_path.cells,16,
==> placed cells by master (no fill, tap or decap), drive strengths merged, types with 58 or more instances in the layout <==
cell type and count:
edfxtp 18400, buf 2736, inv 132, ha 79
a221o 78, nand2 804, o211ai 137, dfrtp 107
a32oi 58, clkinvlp 89, a22oi 110, mux4 5959
o21ai 620, a21o 59, o22ai 365, a21oi 684
a31oi 181, nor2 1506, clkinv 782, diode 577
bufinv 191, mux2 144, o221ai 271, nor3 137
nand3 232, a221oi 277, clkbuf 2292, mux2i 1656
==> stage by stage <==
step,hold slack [ns],setup slack (ns),total power [mW],util (%),std cells
after CTS,0.507,271.38,4.65,45.7,63800
after floorplan,0.430,273.00,2.54,-,35000
final,0.495,271.07,4.63,45.8,64400
after global placement,0.482,269.90,2.65,42.5,60400
after detailed placement,0.477,269.91,2.65,42.5,60400
after global routing,0.530,270.93,4.74,45.7,64200
==> area by class of cell <==
class                            count  area, sq um
Fill cell                       153000      1020000
Sequential cell                  18500       556000
Multi-Input combinational cell   14000       191000
Clock buffer                      2291        49500
Tap cell                         25000        31300
Timing Repair Buffer              2757        21700
Clock inverter                    1122        10900
Antenna cell                       577         1440
Inverter                            72          307
==> kinds of logic after synthesis <==
| logic type | after synthesis | share of synthesized area, % |
|---|---|---|
| flops | 18500 | 73.5 |
| mux | 7759 | 20.1 |
| compound gates | 3201 | 2.83 |
| simple gates | 2923 | 1.61 |
| buf+inv | 2461 | 1.70 |
| fa+ha+maj | 82 | 0.139 |
| xor+xnor | 33 | 0.0382 |
| other cells | 1 | 0.000496 |
==> final timing paths <==
check | from | end | slack [ns]
min in group asynchronous | reset_n | finish_max1 | 67.24
setup reg to reg | col[1] | d00_r[2] | 335.18
hold / removal | finish_max1 | finish_max1 | 0.50
setup / recovery | data_valid | ram[851][12] | 271.07
hold reg to reg | finish_max1 | finish_max1 | 0.50
max in group asynchronous | reset_n | data_out[6] | 274.64
==> power breakdown <==
part / total, mW / switching (mW) / internal (mW)
registers: 2.49 / 0.00123 / 2.48
logic: 0.122 / 0.110 / 0.0116
clock network: 2.02 / 0.862 / 1.16
total: 4.63 / 0.973 / 3.66
==> per-layer routing <==
layer	global-route usage [%]	up-vias	wire, microns
li1	-	155000	-
met1	31.9	200000	738000
met2	41.6	32800	1170000
met3	31.3	5778	618000
met4	17.2	396	196000
met5	9.23	-	21000
==> state kept, by name, indices dropped and copies added, names as in the netlist, 4 cells and up <==
register and flops:
ram 18432, d00_r 16, d01_r 16, d10_r 16, d11_r 16, data_out 16
ram_addr 11, col 4, row 4, state 4
==> worst register-to-register path, stage by stage, from the launching register on <==
cell and delay, ns:
dfrtp_4 0.77, buf_4 0.58, buf_4 0.69, buf_4 0.62, buf_4 0.71, buf_4 0.65
buf_4 0.69, buf_12 0.51, mux4_2 0.71, a221oi_1 0.59, o21a_1 0.32, a21boi_0 0.52
o22ai_1 0.33, o41ai_4 0.46, buf_4 0.38, o21ai_1 0.15, o22a_1 0.22
Power figures rest on the tool's default switching activity, not on a simulated workload.
