### config.mk
export PLATFORM = sky130hd
export DESIGN_NAME = argmax_layer
export DESIGN_NICKNAME = argmax_layer
export VERILOG_FILES = /design/flow/design.v
export SDC_FILE = /design/flow/constraint.sdc
export NUM_CORES = 4
export LEC_CHECK = 1
export CORE_UTILIZATION = 40
export SYNTH_HDL_FRONTEND = slang
### constraint.sdc
current_design argmax_layer

set clk_period 6.1
set clk_io_pct 0.2

create_clock -name clk0 -period $clk_period [get_ports {clk}]

set non_clock_inputs [all_inputs -no_clocks]
set_input_delay [expr $clk_period * $clk_io_pct] -clock clk0 $non_clock_inputs
set_output_delay [expr $clk_period * $clk_io_pct] -clock clk0 [all_outputs]
### design.v
`timescale 1ns/1ps
module argmax_layer #(
    parameter IN_SIZE = 10,
    parameter DATA_WIDTH = 16
)(
    input  wire clk,
    input  wire reset_n,
    input  wire start_argmax,
    input  wire data_valid,
    input  wire signed [DATA_WIDTH - 1 : 0] class_in,
    output reg finish_argmax,
    output reg [3:0] index_out  
);
    reg [3:0] i;
    reg [3:0] load_i;
	 localparam IDLE_STATE = 0;
	 localparam PREPARE_STATE = 1;
	 localparam PROCESS_STATE = 2;
	 localparam FINISH_STATE = 3;
	 reg [1:0] state;
    (* ramstyle="M4K" *) reg signed [DATA_WIDTH - 1 : 0] val_array [0 : IN_SIZE - 1];
    (* ramstyle="M4K" *) reg signed [DATA_WIDTH - 1 : 0] max_val;
    reg [3:0] max_idx;
    always @(posedge clk or negedge reset_n) begin
        if (!reset_n) begin
            finish_argmax <= 0;
            index_out <= 0;
            max_val <= 0;
            max_idx <= 0;
            load_i <= 0;
            i <= 0;
            state <= IDLE_STATE;
        end else begin
            case (state)
                IDLE_STATE: begin  
                    finish_argmax <= 0;
                    if (start_argmax) begin
                        state <= PREPARE_STATE;
                    end
                end
                PREPARE_STATE: begin  
                    if (data_valid) begin
                        if (load_i < IN_SIZE) begin
                            val_array[load_i] <= class_in[DATA_WIDTH - 1 : 0];
                            load_i <= load_i + 4'b1;
                        end 
                    end
                    if (load_i == IN_SIZE) begin
                      max_val <= val_array[0];
                      max_idx <= 0;
                      i <= 1;
                      state <= PROCESS_STATE;
                    end
                end
                PROCESS_STATE: begin  
                    if (i < IN_SIZE) begin
                        if (val_array[i] > max_val) begin
                            max_val <= val_array[i];
                            max_idx <= i[3:0];
                        end
                        i <= i + 4'b1;
                    end else begin
                        index_out <= max_idx;
                        finish_argmax <= 1;
                        state <= FINISH_STATE;
                    end
                end
                FINISH_STATE: begin  
                    finish_argmax <= 0;
                    state <= IDLE_STATE;
                end
            endcase
        end
    end
endmodule
### run.sh
#!/bin/bash
# OpenROAD 26Q1-2900-gdf79404cd8, Yosys 0.63+post, stock flow scripts
make -C /OpenROAD-flow-scripts/flow DESIGN_CONFIG=/design/flow/config.mk WORK_HOME=/design/flow/orfs finish
==> results_slide.txt <==
Physical Implementation Snapshot

Yosys
  – Most used DFF post-synth: sky130_fd_sc_hd__edfxtp_1
  – Share of synthesized registers carrying an async set or reset: 18.8%
  – Count of unique library cells instantiated by Yosys: 43
  – Number of synthesized flops with an enable pin: about 160
  – Chip area from the yosys synthesis statistics: between 8000 and 9000 sq um
  – Yosys warning count: 0
  – Number of register bits inferred by synthesis: slightly below 200
  – Register area share after synthesis: between 60% and 70%
  – Total cells reported by yosys after synthesis: approximately 480
  – Syn Area/Cell: approximately 17 sq um
  – Area of the mapped netlist: just over 8000 sq um
  – Synth Instances: 484

Clock network
  – Clock tree from TritonCTS: built
  – Total clock buffers created by CTS: 17
  – Number of resized instances in the post-cts repair step: 0
  – Number of hold buffers added after cts: 0
  – Maximum buffer depth of the clock tree: 2
  – Clock transition at path regs: roughly 0.060 ns
  – Number of H-tree levels: 4
  – Source-to-sink clock delay at the later pin of the worst-skew pair: between 0.4 and 0.5 ns
  – Buffers inserted by post-CTS timing repair: 0
  – Clock net sink count: between 150 and 200
  – Root buffer selected by CTS: sky130_fd_sc_hd__clkbuf_16

Die
  – Horizontal die dimension: between 100 and 150 um
  – Share of the core filled by cells before placement: between 40% and 50%
  – Chip area: ~21000 sq um
  – Die y size: roughly 150 um
  – I/O pin cnt: 25
  – Num rows: between 50 and 60
  – Core area: ~20000 sq um

Power
  – Clock share of power: between 40 and 50%
  – Peak supply drop: 0.000164 V
  – Part of the total power dissipated in sequential elements: a little under three fifths
  – Share of power burned in combinational logic: 1.1%
  – Switching power summed over all nets: ~0.49 mW
  – Leakage power of the design: ~3.3 nW
  – Share of total power consumed by net switching: 18.9%
  – Internal Dissipation: between 2 and 2.5 mW
  – Total power of the final layout: 2.60 mW
  – Power density cells: 276 nW/um^2

Flow run
  – Max Cap Viol: 0
  – Warning total across the stage logs: 28

Critical path
  – Depth of the most critical reg-to-reg path: 13
  – Worst setup path category: reg -> reg
  – Slowest cell on the critical path: sky130_fd_sc_hd__dfrtp_4
  – RR Endpoint: max_val[13]
  – R2R Setup Slk: roughly 1.6 ns
  – Launching element of the worst setup path: i[0]
  – Critical path capture point type: register
  – Largest stage delay on the critical path: 0.94 ns
  – Critical Path Stages: 13
  – Max FO, Critical Path: 38
  – List of cells traversed by the critical path: buf_4, mux4_2, nor2b_1, a211oi_1, a21oi_1, ha_1, a21oi_1, o21ai_0, a211oi_1, a31oi_2, a21oi_2, buf_4, mux2i_1
  – Type of element launching the critical path: register
  – Endpoint of the worst setup timing path: max_val[13]
  – Data required time of the worst path: ~6.5 ns
  – Buffer-and-inverter tally for the worst setup path: 2
  – Top Family by Delay on Critical Path: AND-OR/OR-AND gates
  – Startpoint of the worst register-to-register path: i[0]
  – Critical Path AT: slightly below 5 ns

Timing
  – Slew at the pin with the worst max-slew slack: about 0.9 ns
  – Final clock period utilization by the worst path: around three quarters
  – Unrepaired setup endpoints after global routing: false
  – Clock tree skew after final layout: ~0.0088 ns
  – Total count of hold-check failures in the final report: 0
  – Highest clock rate: about 220 MHz
  – Setup violation total in the final timing report: 0
  – Worst rel slew slack: around 39%
  – Pins over their slew limit: 0
  – Post-Route Setup TNS: 0 ns
  – Post-route minimum period: ~4.5 ns

Cells and area
  – Layout fillers: approximately 1700
  – Final standard cell count with taps included and fillers excluded: 802
  – Share of the core filled with cells: 46.6%
  – Layout Area Growth over Synthesis: 14.2%
  – Final cell area excluding filler cells: between 9000 and 10000 sq um
  – Layout cells sized above 1: 17.5%

Routing
  – Initial detailed-routing violation count: around 180
  – Wire per inst: ~20 um
  – Top layer in use: met4
  – DRC violations left: 0
  – Aggregate routed wire length: approximately 16000 um
  – Routed wire length on met3: between 1500 and 2000 um
  – Total vias in the final route: 4238
  – Via density per instance: roughly 5.3
  – Initial DRT Pass Iterations: 6
  – Remaining antenna violation count after routing: 0
  – Post-Route M1 WL: around 6500 um
  – N_diodes: 0
  – WL met2: 7850 um

GRT
  – Grt total ovfl: 0
  – Wire length of the first global-routing pass: 25900 um
  – Gr usage total: about 17%
  – Maximum number of pins on one net before global-route repair: approximately 40
  – Initial antenna violation count: 0
  – Number of global-route vias before repair: 4672

Place
  – RePlAce Congestion: between 0.8 and 0.9
  – Area after detailed placement: 8850 sq um
  – Cell count after placement: slightly below 800
  – Buffers on Ports: 24
  – Detail Placement HPWL: slightly below 10000 um

Status
  – Outcome: finished clean

Worst hold path
  – Hold Crit Start: state[3]
  – Min-Delay Path Class: reg -> reg
## cells by family after synthesis
family | synth area share (%)
DFF | 69.3
muxes | 15.2
AOI/OAI and AO/OA | 5.18
and+or+nand+nor | 3.97
buffers and inverters | 2.88
adders and majority gates | 3.18
xor gates and xnor gates | 0.318
## routing by layer
metal	global-route usage, %	up-vias
met5	0	-
met4	1.79	0
met3	8.80	17
met2	26.7	172
met1	24.6	2100
li1	-	1949
## cells in the mapped netlist, drive strengths merged (2+ instances only)
master  instances  area share (%)
ha             21             3.2
buf            21             1.6
nor2b          17             1.3
xnor2           2            0.21
and3            2            0.15
a22o            5            0.53
mux4           32             8.7
nor3            6            0.36
a211oi         16             1.5
mux2i          46             5.6
a21oi          25             1.5
nor2           13            0.59
nand2b          3            0.23
nand4           4            0.30
nand2          14            0.64
o21ai          11            0.67
inv            23             1.0
o211ai          2            0.18
edfxtp        160              58
clkbuf          4            0.18
mux2            6            0.86
dfrtp          36              11
## final cells by class
class / count / area (sq um) / share of cell area [%]
sequential: 197 / 5740 / 60.8
multi-input combinational: 239 / 2320 / 24.6
clock buffer: 20 / 437 / 4.63
inverter: 23 / 86.3 / 0.915
tap: 270 / 338 / 3.58
timing repair buffer: 42 / 370 / 3.92
clock inverter: 11 / 149 / 1.58
## cell usage in the layout, fill, tap and decap left out, types with 16 or more instances in the layout
cell type / n
sky130_fd_sc_hd__a211oi_1: 16
sky130_fd_sc_hd__nor2b_1: 17
sky130_fd_sc_hd__ha_1: 21
sky130_fd_sc_hd__mux4_2: 32
sky130_fd_sc_hd__dfrtp_1: 35
sky130_fd_sc_hd__buf_4: 18
sky130_fd_sc_hd__clkbuf_16: 17
sky130_fd_sc_hd__a21oi_1: 24
sky130_fd_sc_hd__edfxtp_1: 160
sky130_fd_sc_hd__mux2i_1: 46
sky130_fd_sc_hd__clkdlybuf4s50_1: 23
sky130_fd_sc_hd__inv_1: 23
## how the worst min path moves through the flow
stage	endpoint	slack [ns]	cells past startpoint
CTS	state[0]	0.51	1
finish	state[0]	0.50	1
global route	state[0]	0.51	1
## metrics by stage
step	hold WS [ns]	worst slack, ns
3_3_place_gp	0.463	1.64
3_5_place_dp	0.491	1.56
5_1_grt	0.511	1.29
4_1_cts	0.506	1.54
6_report	0.500	1.61
2_1_floorplan	0.450	2.73
## sequential cells by signal, indices dropped and copies added, names as in the netlist
name           flops
val_array        160
load_i             4
max_val           16
index_out          4
max_idx            4
state              4
finish_argmax      1
i                  4
## power groups by stage
stage                 Combinational, mW  Clock, mW  Sequential (mW)
after global routing             0.0338       1.20             1.45
final                            0.0299       1.12             1.45
after CTS                        0.0308       1.14             1.45
Power and IR drop assume default switching activity.
